===== flow/config.mk =====
export PLATFORM = sky130hd
export DESIGN_NAME = bus
export DESIGN_NICKNAME = bus
export VERILOG_FILES = /design/flow/design.v
export SDC_FILE = /design/flow/constraint.sdc
export NUM_CORES = 4
export LEC_CHECK = 1
export CORE_AREA = 10 10 249 249
export DIE_AREA = 0 0 259 259

===== flow/constraint.sdc =====
current_design bus

set clk_period 8.9
set clk_io_pct 0.2

create_clock -name clk0 -period $clk_period [get_ports {clk}]

set non_clock_inputs [all_inputs -no_clocks]
set_input_delay [expr $clk_period * $clk_io_pct] -clock clk0 $non_clock_inputs
set_output_delay [expr $clk_period * $clk_io_pct] -clock clk0 [all_outputs]

===== flow/design.v =====
`default_nettype none
module bus(
    input wire                      clk,
    input wire                      reset_,
    input wire                      m0Req_,
    input wire                      m1Req_,
    input wire                      m2Req_,
    input wire                      m3Req_,
    output wire                     m0Grnt_,
    output wire                     m1Grnt_,
    output wire                     m2Grnt_,
    output wire                     m3Grnt_,
    input wire [29:0]     m0Addr,
    input wire [29:0]     m1Addr,
    input wire [29:0]     m2Addr,
    input wire [29:0]     m3Addr,
    input wire                      m0As_,
    input wire                      m1As_,
    input wire                      m2As_,
    input wire                      m3As_,
    input wire                      m0RW,
    input wire                      m1RW,
    input wire                      m2RW,
    input wire                      m3RW,
    input wire [31:0]     m0Data,
    input wire [31:0]     m1Data,
    input wire [31:0]     m2Data,
    input wire [31:0]     m3Data,
    output wire [29:0]    sAddr,
    output wire                     sAs_,
    output wire                     sRW,
    output wire [31:0]    sData,
    output wire                     s0CS_,
    output wire                     s1CS_,
    output wire                     s2CS_,
    output wire                     s3CS_,
    output wire                     s4CS_,
    output wire                     s5CS_,
    output wire                     s6CS_,
    output wire                     s7CS_,
    (* KEEP = "{TRUE|FALSE |SOFT}" *)input wire [31:0]     s0RdData,
    input wire [31:0]     s1RdData,
    input wire [31:0]     s2RdData,
    input wire [31:0]     s3RdData,
    (* KEEP = "{TRUE|FALSE |SOFT}" *)input wire [31:0]     s4RdData,
    input wire [31:0]     s5RdData,
    input wire [31:0]     s6RdData,
    input wire [31:0]     s7RdData,
    input wire                      s0Rdy_,
    input wire                      s1Rdy_,
    input wire                      s2Rdy_,
    input wire                      s3Rdy_,
    input wire                      s4Rdy_,
    input wire                      s5Rdy_,
    input wire                      s6Rdy_,
    input wire                      s7Rdy_,
    output wire [31:0]    mRdData,
    output wire                     mRdy_
);
    bus_arbiter BusArbiter(
        .clk(clk),
        .reset_(reset_),
        .m0Req_(m0Req_),
        .m1Req_(m1Req_),
        .m2Req_(m2Req_),
        .m3Req_(m3Req_),
        .m0Grnt_(m0Grnt_),
        .m1Grnt_(m1Grnt_),
        .m2Grnt_(m2Grnt_),
        .m3Grnt_(m3Grnt_)
    );
    bus_master_mux BusMasterMux(
        .m0Addr(m0Addr),
        .m1Addr(m1Addr),
        .m2Addr(m2Addr),
        .m3Addr(m3Addr),
        .m0As_(m0As_),
        .m1As_(m1As_),
        .m2As_(m2As_),
        .m3As_(m3As_),
        .m0RW(m0RW),
        .m1RW(m1RW),
        .m2RW(m2RW),
        .m3RW(m3RW),
        .m0Data(m0Data),
        .m1Data(m1Data),
        .m2Data(m2Data),
        .m3Data(m3Data),
        .m0Grnt_(m0Grnt_),
        .m1Grnt_(m1Grnt_),
        .m2Grnt_(m2Grnt_),
        .m3Grnt_(m3Grnt_),
        .sAddr(sAddr),
        .sAs_(sAs_),
        .sRW(sRW),
        .sData(sData)
    );
    bus_addr_dec BusAddrDec(
        .sAddr(sAddr),
        .s0CS_(s0CS_),
        .s1CS_(s1CS_),
        .s2CS_(s2CS_),
        .s3CS_(s3CS_),
        .s4CS_(s4CS_),
        .s5CS_(s5CS_),
        .s6CS_(s6CS_),
        .s7CS_(s7CS_)
    );
    bus_slave_mux BusSlaveMux(
        .s0CS_(s0CS_),
        .s1CS_(s1CS_),
        .s2CS_(s2CS_),
        .s3CS_(s3CS_),
        .s4CS_(s4CS_),
        .s5CS_(s5CS_),
        .s6CS_(s6CS_),
        .s7CS_(s7CS_),
        .s0RdData(s0RdData),
        .s1RdData(s1RdData),
        .s2RdData(s2RdData),
        .s3RdData(s3RdData),
        .s4RdData(s4RdData),
        .s5RdData(s5RdData),
        .s6RdData(s6RdData),
        .s7RdData(s7RdData),
        .s0Rdy_(s0Rdy_),
        .s1Rdy_(s1Rdy_),
        .s2Rdy_(s2Rdy_),
        .s3Rdy_(s3Rdy_),
        .s4Rdy_(s4Rdy_),
        .s5Rdy_(s5Rdy_),
        .s6Rdy_(s6Rdy_),
        .s7Rdy_(s7Rdy_),
        .mRdData(mRdData),
        .mRdy_(mRdy_)
    );
endmodule
module bus_addr_dec(
    (* KEEP = "{TRUE|FALSE |SOFT}" *)input  wire [29:0]    sAddr,
    output reg                      s0CS_,
    output reg                      s1CS_,
    output reg                      s2CS_,
    output reg                      s3CS_,
    output reg                      s4CS_,
    output reg                      s5CS_,
    output reg                      s6CS_,
    output reg                      s7CS_
);
    wire [2:0] s_index = sAddr[29:27];
    always @(*)
    begin
        s0CS_ = 1'b1;
        s1CS_ = 1'b1;
        s2CS_ = 1'b1;
        s3CS_ = 1'b1;
        s4CS_ = 1'b1;
        s5CS_ = 1'b1;
        s6CS_ = 1'b1;
        s7CS_ = 1'b1;
        case (s_index)
            0 :
            begin
                s0CS_ = 1'b0;
            end
            1 :
            begin
                s1CS_ = 1'b0;
            end
            2 :
            begin
                s2CS_ = 1'b0;
            end
            3 :
            begin
                s3CS_ = 1'b0;
            end
            4 :
            begin
                s4CS_ = 1'b0;
            end
            5 :
            begin
                s5CS_ = 1'b0;
            end
            6 :
            begin
                s6CS_ = 1'b0;
            end
            7 :
            begin
                s7CS_ = 1'b0;
            end
        endcase
    end
endmodule
module bus_arbiter(
    input wire clk,
    input wire reset_,
    input wire m0Req_,
    output reg m0Grnt_,
    input wire m1Req_,
    output reg m1Grnt_,
    input wire m2Req_,
    output reg m2Grnt_,
    input wire m3Req_,
    output reg m3Grnt_
);
    reg [1:0]owner = 2'h0;
    always @(*)
    begin
        m0Grnt_ = 1'b1;
        m1Grnt_ = 1'b1;
        m2Grnt_ = 1'b1;
        m3Grnt_ = 1'b1;
        case(owner)
            2'h0 :
            begin
                m0Grnt_ = 1'b0;
            end
            2'h1 :
            begin
                m1Grnt_ = 1'b0;
            end
            2'h2 :
            begin
                m2Grnt_ = 1'b0;
            end
            2'h3 :
            begin
                m3Grnt_ = 1'b0;
            end
        endcase
    end
    always @(posedge clk or negedge reset_)
    begin
        if(reset_ == 1'b0)
        begin
            owner <= 2'h0;
        end 
        else
        begin
            case(owner)
                2'h0:
                begin
                    if(m0Req_ == 1'b0)
                        owner <= #1 2'h0;
                    else if(m1Req_ == 1'b0)
                        owner <= #1 2'h1;
                    else if(m2Req_ == 1'b0)
                        owner <= #1 2'h2;
                    else if(m3Req_ == 1'b0)
                        owner <= #1 2'h3;
                end
                2'h1:
                begin
                    if(m1Req_ == 1'b0)
                        owner <= #1 2'h1;
                    else if(m2Req_ == 1'b0)
                        owner <= #1 2'h2;
                    else if(m3Req_ == 1'b0)
                        owner <= #1 2'h3;
                    else if(m0Req_ == 1'b0)
                        owner <= #1 2'h0;
                end
                2'h2:
                begin
                    if(m2Req_ == 1'b0)
                        owner <= #1 2'h2;
                    else if(m3Req_ == 1'b0)
                        owner <= #1 2'h3;
                    else if(m0Req_ == 1'b0)
                        owner <= #1 2'h0;
                    else if(m1Req_ == 1'b0)
                        owner <= #1 2'h1;
                end
                2'h3:
                begin
                    if(m3Req_ == 1'b0)
                        owner <= #1 2'h3;
                    else if(m0Req_ == 1'b0)
                        owner <= #1 2'h0;
                    else if(m1Req_ == 1'b0)
                        owner <= #1 2'h1;
                    else if(m2Req_ == 1'b0)
                        owner <= #1 2'h2;
                end
            endcase
        end
    end
endmodule
module bus_master_mux(
    input wire [29:0] m0Addr,
    input wire                  m0As_,
    input wire                  m0RW,
    input wire [31:0] m0Data,
    input wire                  m0Grnt_,
    input wire [29:0] m1Addr,
    input wire                  m1As_,
    input wire                  m1RW,
    input wire [31:0] m1Data,
    input wire                  m1Grnt_,
    input wire [29:0] m2Addr,
    input wire                  m2As_,
    input wire                  m2RW,
    input wire [31:0] m2Data,
    input wire                  m2Grnt_,
    input wire [29:0] m3Addr,
    input wire                  m3As_,
    input wire                  m3RW,
    input wire [31:0] m3Data,
    input wire                  m3Grnt_,
    output reg [29:0] sAddr,
    output reg                  sAs_,
    output reg                  sRW,
    output reg [31:0] sData
);
    always @(*)
    begin
        if(m0Grnt_ == 1'b0)
        begin
            sAddr = m0Addr;
            sAs_ = m0As_;
            sRW = m0RW;
            sData = m0Data;
        end
        else if(m1Grnt_ == 1'b0)
        begin
            sAddr = m1Addr;
            sAs_ = m1As_;
            sRW = m1RW;
            sData = m1Data;
        end
        else if(m2Grnt_ == 1'b0)
        begin
            sAddr = m2Addr;
            sAs_ = m2As_;
            sRW = m2RW;
            sData = m2Data;
        end
        else if(m3Grnt_ == 1'b0)
        begin
            sAddr = m3Addr;
            sAs_ = m3As_;
            sRW = m3RW;
            sData = m3Data;
        end
        else
        begin
            sAddr = 30'h0;
            sAs_ = 1'b1;
            sRW = 1'b1;
            sData = 32'h0;
        end
    end
endmodule
module bus_slave_mux(
    input wire                  s0CS_,
    input wire [31:0] s0RdData,
    input wire                  s0Rdy_,
    input wire                  s1CS_,
    input wire [31:0] s1RdData,
    input wire                  s1Rdy_,
    input wire                  s2CS_,
    input wire [31:0] s2RdData,
    input wire                  s2Rdy_,
    input wire                  s3CS_,
    input wire [31:0] s3RdData,
    input wire                  s3Rdy_,
    input wire                  s4CS_,
    input wire [31:0] s4RdData,
    input wire                  s4Rdy_,
    input wire                  s5CS_,
    input wire [31:0] s5RdData,
    input wire                  s5Rdy_,
    input wire                  s6CS_,
    input wire [31:0] s6RdData,
    input wire                  s6Rdy_,
    input wire                  s7CS_,
    input wire [31:0] s7RdData,
    input wire                  s7Rdy_,
    output reg [31:0] mRdData,
    output reg                  mRdy_
);
    always @(*)
    begin
        if(s0CS_ == 1'b0)
        begin
            mRdData = s0RdData;
            mRdy_ = s0Rdy_;
        end
        else if(s1CS_ == 1'b0)
        begin
            mRdData = s1RdData;
            mRdy_ = s1Rdy_;
        end
        else if(s2CS_ == 1'b0)
        begin
            mRdData = s2RdData;
            mRdy_ = s2Rdy_;
        end
        else if(s3CS_ == 1'b0)
        begin
            mRdData = s3RdData;
            mRdy_ = s3Rdy_;
        end
        else if(s4CS_ == 1'b0)
        begin
            mRdData = s4RdData;
            mRdy_ = s4Rdy_;
        end
        else if(s5CS_ == 1'b0)
        begin
            mRdData = s5RdData;
            mRdy_ = s5Rdy_;
        end
        else if(s6CS_ == 1'b0)
        begin
            mRdData = s6RdData;
            mRdy_ = s6Rdy_;
        end
        else if(s7CS_ == 1'b0)
        begin
            mRdData = s7RdData;
            mRdy_ = s7Rdy_;
        end
        else
        begin
            mRdData = 32'h0;
            mRdy_ = 1'b1;
        end
    end
endmodule

===== flow/run.sh =====
#!/bin/bash
# OpenROAD 26Q1-2900-gdf79404cd8, Yosys 0.63+post, stock flow scripts
make -C /OpenROAD-flow-scripts/flow DESIGN_CONFIG=/design/flow/config.mk WORK_HOME=/design/flow/orfs finish

==> results.sh <==
# physical design summary
export IMPL_status="finished, final reports clean"
export IMPL_critPathMaxStageDelay_ns=0.59
export IMPL_clk_pin_slew_worst_paths_ns=0.03
export IMPL_cp_num_cells=8
export IMPL_post_drt_wl_per_cell_um=34.5
export IMPL_postPlaceCellArea_um2=10900
export IMPL_root_buffer="clkbuf_16"
export IMPL_p_comb_share_pct=92.3
export IMPL_crit_arrival_ns=5.10
export IMPL_setup_viol=0
export IMPL_io_buffers=634
export IMPL_cp_start_kind="input port"
export IMPL_r2r_end="BusArbiter.owner[1]$_DFFE_PN0P_"
export IMPL_fp_dieArea_um2=67100
export IMPL_dp_hpwl_um=52500
export IMPL_synth_avg_cell_area_um2=15.0
export IMPL_min_path_type="flop to flop"
export IMPL_cts_setup_buffers=0
export IMPL_cts_buffers=3
export IMPL_reg_top3="BusArbiter.owner (2)"
export IMPL_switching_share_pct=36.2
export IMPL_setup_slack_ns=2.02
export IMPL_syn_area_um2=3760
export IMPL_hp_start="BusArbiter.owner[0]$_DFFE_PN0P_"
export IMPL_largest_reg_flops=2
export IMPL_hold_end="BusArbiter.owner[0]$_DFFE_PN0P_"
export IMPL_synth_seq_share_pct=1.33
export IMPL_final_cell_count_no_fill=1624
export IMPL_rows=87
export IMPL_warnings=25
export IMPL_design_area_um2=11000
export IMPL_internal_power_mw=0.971
export IMPL_slew_headroom_pct=46.6
export IMPL_hold_depth=2
export IMPL_hold_buffers=0
export IMPL_rsz0062_at_grt="no"
export IMPL_cts_sinks=2
export IMPL_core_um2=56500
export IMPL_synth_seq_cells=2
export IMPL_dp_cells=1611
export IMPL_p_leak_nw=3.65
export IMPL_ys_cells=251
export IMPL_cpMostUsedCell="clkdlybuf4s50_1"
export IMPL_maxSlewViolCount=0
export IMPL_max_freq_mhz=145
export IMPL_clock_latency_late_pin_ns=0.22
export IMPL_crit_chain="clkdlybuf4s50_1 -> mux2i_1 -> mux2_4 -> inv_4 -> buf_12 -> mux4_2 -> mux2_2 -> clkdlybuf4s50_1"
export IMPL_path_buffers=4
export IMPL_drt_wl_total_um=56000
export IMPL_crit_type="input port to output port"
export IMPL_period_minus_slack_ns=6.88
export IMPL_io_pins=635
export IMPL_ff2ff_setup_slack_ns=6.93
export IMPL_grt_remaining_overflow=0
export IMPL_final_hold_viol_count=0
export IMPL_die_w_um=259
export IMPL_fin_util_pct=19.5
export IMPL_crit_path_top_delay_cell="clkdlybuf4s50_1"
export IMPL_lay_top_count="clkdlybuf4s50_1"
export IMPL_critical_path_required_ns=7.12
export IMPL_drive_above_1_share_pct=19.7
export IMPL_total_power_mw=1.52
export IMPL_grt_first_pass_wirelength_um=70100
export IMPL_area_growth_pct=193
export IMPL_cts_resized=0
export IMPL_routed_via_density=3.62
export IMPL_r2r_start="BusArbiter.owner[1]$_DFFE_PN0P_"
export IMPL_tightestPinTransition_ns=0.800
export IMPL_fp_dieH_um=259
export IMPL_ant_nets=0
export IMPL_holdWs_ns=1.04
export IMPL_most_common_layout_cells="634 x clkdlybuf4s50_1, 122 x mux4_2, 32 x mux2_2"
export IMPL_antenna_found_initial=65
export IMPL_fin_setup_tns_ns=0
export IMPL_cts_tree="done"
export IMPL_finClkSkew_ns=0.00163
export IMPL_synth_distinct_cells=34
export IMPL_p_seq_share_pct=3.3
export IMPL_synth_warning_count=4
export IMPL_pwr_share_clk_pct=4.4
export IMPL_power_switching_mw=0.550
export IMPL_cap_violations=0
export IMPL_place_ws_ns=1.91
export IMPL_grt_max_degree=45
export IMPL_cp_max_fo=40
export IMPL_first_pass_iters=4
export IMPL_period_used_pct=77.3
export IMPL_floorplan_core_util_pct=6.66
export IMPL_ir_drop_v=0.000110
export IMPL_vias=5879
export IMPL_largest_register="BusArbiter.owner"
export IMPL_cts_buffer_depth=2
export IMPL_drc=0
export IMPL_drt_iter0_drc=210
export IMPL_gp_congestion=0.969
export IMPL_reg2regPathDepth=5
export IMPL_cp_top_family="buffers and inverters"
export IMPL_p_per_area_nw_per_um2=138
export IMPL_ys_chip_area_um2=3760
export IMPL_crit_path_end_kind="output port"
export IMPL_htreeDepth=1
export IMPL_fillers=6100
export IMPL_grtUsageTotal_pct=16.3
export IMPL_synth_cells=251
export IMPL_first_global_vias=6555
## synthesized netlist by cell type
cell type,count,area [um2]
mux4_2,123,2770
mux2_2,32,360
clkbuf_1,14,52.6
nand2_1,14,52.6
buf_1,7,26.3
buf_2,7,35.0
and3b_1,6,52.6
buf_6,5,56.3
mux2i_1,5,50.1
o21ai_0,5,25.0
a32oi_1,3,26.3
buf_4,3,22.5
a21boi_1,2,15.0
a2bb2oi_1,2,17.5
dfrtp_1,2,50.1
nand2b_1,2,12.5
nor2b_1,2,12.5
a21o_1,1,7.51
a21oi_1,1,5.00
a221oi_1,1,8.76
a22oi_1,1,7.51
a31oi_1,1,6.26
and2_1,1,6.26
inv_1,1,3.75
inv_2,1,3.75
mux2_1,1,11.3
mux2_4,1,15.0
nand3b_1,1,7.51
nor2_1,1,3.75
nor3b_1,1,7.51
o21a_1,1,7.51
o22a_1,1,8.76
o22ai_1,1,6.26
or2_2,1,6.26
## layer usage
layer | global-route usage, % | wire (um) | vias to the layer above
met5 | 0 | 190 | -
met4 | 0.180 | 507 | 30
met3 | 8.12 | 7140 | 96
met2 | 27.8 | 27000 | 554
met1 | 19.1 | 21100 | 2803
li1 | - | - | 2396
## area by class of cell
type | count | area, um2 | area share [%]
Timing Repair Buffer | 640 | 6400 | 58.1
Multi-Input combinational cell | 211 | 3510 | 31.8
Tap cell | 756 | 946 | 8.58
Clock buffer | 3 | 75.1 | 0.681
Sequential cell | 2 | 57.6 | 0.522
Antenna cell | 10 | 25.0 | 0.227
Inverter | 2 | 10.0 | 0.0908
## cells by family (layout without fill, tap and decap cells)
group / Yosys count / after routing / synth area share, %
mux: 162 / 162 / 85.3
buf+inv: 38 / 645 / 5.32
simple gates: 29 / 29 / 4.29
compound gates: 20 / 20 / 3.76
flops: 2 / 2 / 1.33
other cells: 0 / 10 / 0
## power groups by stage
stage	logic (mW)	registers, mW	clock network (mW)
4_1_cts	1.45	0.0517	0.0676
5_1_grt	1.50	0.0554	0.0696
6_report	1.40	0.0507	0.0670
## worst reg2reg max path, delay by kind of cell, from the launching register on
kind / cells / cell delay [ns]
flip-flops: 1 / 0.76
buffers and inverters: 1 / 0.50
AND-OR/OR-AND: 3 / 0.46
AND/OR/NAND/NOR: 1 / 0.13
## worst max-delay path by stage
stage	from	endpoint	slack (ns)
after CTS	m3Addr[27]	mRdy_	1.90
after global routing	m3Addr[27]	mRdData[17]	1.77
final	m3Addr[27]	mRdData[17]	2.02
Power figures rest on the tool's default switching activity, not on a simulated workload.
