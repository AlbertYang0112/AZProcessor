$ cat ./config.mk
export PLATFORM = sky130hd
export DESIGN_NAME = ex_stage
export DESIGN_NICKNAME = ex_stage
export VERILOG_FILES = /design/flow/design.v
export SDC_FILE = /design/flow/constraint.sdc
export NUM_CORES = 4
export LEC_CHECK = 1
export CORE_UTILIZATION = 30
$ cat ./constraint.sdc
current_design ex_stage

set clk_period 12.9
set clk_io_pct 0.2

create_clock -name clk0 -period $clk_period [get_ports {clk}]

set non_clock_inputs [all_inputs -no_clocks]
set_input_delay [expr $clk_period * $clk_io_pct] -clock clk0 $non_clock_inputs
set_output_delay [expr $clk_period * $clk_io_pct] -clock clk0 [all_outputs]
$ cat ./design.v
`default_nettype none
module alu(
    input wire [31:0] In0,
    input wire [31:0] In1,
    input wire [3:0]    Op,
    output reg [31:0] Out = 32'h0,
    output reg                  OF = 1'b0
);
    wire signed [31:0] SIn0 = $signed(In0);
    wire signed [31:0] SIn1 = $signed(In1);
    wire signed [31:0] SOut = $signed(Out);
    always@(*)
    begin
        case (Op)
            4'h1 :
            begin
                Out = In0 & In1;
            end
            4'h2 :
            begin
                Out = In0 | In1;
            end
            4'h3 :
            begin
                Out = In0 ^ In1;
            end
            4'h4 :
            begin
                Out = In0 + In1;
            end
            4'h5 :
            begin
                Out = In0 + In1;
            end
            4'h6 :
            begin
                Out = In0 - In1;
            end
            4'h7 :
            begin
                Out = In0 - In1;
            end
            4'h8 :
            begin
                Out = In0 >> In1;
            end
            4'h9 :
            begin
                Out = In0 << In1;
            end
            default:
            begin
                Out = In0;
            end
        endcase
    end
    always@(*)
    begin
        case(Op)
            4'h4:
            begin
                if(((SIn0 > 0) && (SIn1 > 0) && (SOut < 0)) || 
                    ((SIn0 < 0) && (SIn1 < 0) && (SOut > 0)))
                begin
                    OF = 1'b1;
                end
                else
                begin
                    OF = 1'b0;
                end
            end
            4'h6:
            begin
                if(((SIn0 < 0) && (SIn1 > 0) && (SOut > 0)) || 
                    ((SIn0 > 0) && (SIn1 < 0) && (SOut < 0)))
                begin
                    OF = 1'b1;
                end
                else
                begin
                    OF = 1'b0;
                end
            end
        endcase
    end
endmodule
module ex_reg(
    input wire                  clk,
    input wire                  reset_,
    input wire [31:0] ALUOut,
    input wire                  ALUOF,
    input wire                  Stall,
    input wire                  Flush,
    input wire                  IntDetect,
    input wire [29:0] IDPC,
    input wire                  IDEn,
    input wire                  IDBrFlag,
    input wire [1:0]    IDMemOp,
    input wire [31:0] IDMemWrData,
    input wire [1:0]   IDCtrlOp,
    input wire [4:0]  IDDstAddr,
    input wire                  IDGPRWE_,
    input wire [2:0]   IDExpCode,
    output reg [29:0] EXPC,
    output reg                  EXEn,
    output reg                  EXBrFlag,
    output reg [1:0]    EXMemOp,
    output reg [31:0] EXMemWrData,
    output reg [1:0]   EXCtrlOp,
    output reg [4:0]  EXDstAddr,
    output reg                  EXGPRWE_,
    output reg [2:0]   EXExpCode,
    output reg [31:0] EXOut
);
    always @(posedge clk or negedge reset_)
    begin
        if(reset_ == 1'b0)
        begin
            EXPC        <= #1 30'h0;
            EXEn        <= #1 1'b0;
            EXBrFlag    <= #1 1'b0;
            EXMemOp     <= #1 2'h0;
            EXMemWrData <= #1 32'h0;
            EXCtrlOp    <= #1 2'h0;
            EXDstAddr   <= #1 5'd0;
            EXGPRWE_    <= #1 1'b1;
            EXExpCode   <= #1 3'h0;
            EXOut       <= #1 32'h0;
        end 
        else
        begin
            if(Stall == 1'b0)
            begin
                if(Flush == 1'b1)
                begin
                    EXPC        <= #1 30'h0;
                    EXEn        <= #1 1'b0;
                    EXBrFlag    <= #1 1'b0;
                    EXMemOp     <= #1 2'h0;
                    EXMemWrData <= #1 32'h0;
                    EXCtrlOp    <= #1 2'h0;
                    EXDstAddr   <= #1 5'd0;
                    EXGPRWE_    <= #1 1'b1;
                    EXExpCode   <= #1 3'h0;
                    EXOut       <= #1 32'h0;
                end
                else if(IntDetect == 1'b1)
                begin
                    EXPC        <= #1 IDPC;
                    EXEn        <= #1 IDEn;
                    EXBrFlag    <= #1 IDBrFlag;
                    EXMemOp     <= #1 2'h0;
                    EXMemWrData <= #1 32'h0;
                    EXCtrlOp    <= #1 2'h0;
                    EXDstAddr   <= #1 5'd0;
                    EXGPRWE_    <= #1 1'b1;
                    EXExpCode   <= #1 3'h1;
                    EXOut       <= #1 32'h0;
                end
                else if(ALUOF == 1'b1)
                begin
                    EXPC        <= #1 IDPC;
                    EXEn        <= #1 IDEn;
                    EXBrFlag    <= #1 IDBrFlag;
                    EXMemOp     <= #1 2'h0;
                    EXMemWrData <= #1 32'h0;
                    EXCtrlOp    <= #1 2'h0;
                    EXDstAddr   <= #1 5'd0;
                    EXGPRWE_    <= #1 1'b1;
                    EXExpCode   <= #1 3'h3;
                    EXOut       <= #1 32'h0;
                end
                else
                begin
                    EXPC        <= #1 IDPC;
                    EXEn        <= #1 IDEn;
                    EXBrFlag    <= #1 IDBrFlag;
                    EXMemOp     <= #1 IDMemOp;
                    EXMemWrData <= #1 IDMemWrData;
                    EXCtrlOp    <= #1 IDCtrlOp;
                    EXDstAddr   <= #1 IDDstAddr;
                    EXGPRWE_    <= #1 IDGPRWE_;
                    EXExpCode   <= #1 IDExpCode;
                    EXOut       <= #1 ALUOut;
                end
            end
        end
    end
endmodule
module ex_stage(
    input  wire                     clk,
    input  wire                     reset_,
    input  wire                     IntDetect,
    input  wire                     Stall,
    input  wire                     Flush,
    output wire [29:0]    EXPC,
    output wire                     EXEn,
    output wire                     EXBrFlag,
    output wire [1:0]       EXMemOp,
    output wire [31:0]    EXMemWrData,
    output wire [1:0]      EXCtrlOp,
    output wire                     EXGPRWE_,
    output wire [2:0]      EXExpCode,
    output wire [31:0]    EXOut,
    output wire [31:0]    EXFwdData,
    output wire [4:0]     EXDstAddr,
    input  wire [29:0]    IDPC,
    input  wire                     IDEn,
    input  wire [3:0]       IDALUOp,
    input  wire [31:0]    IDALUIn0,
    input  wire [31:0]    IDALUIn1,
    input  wire                     IDBrFlag,
    input  wire [1:0]       IDMemOp,
    input  wire [31:0]    IDMemWrData,
    input  wire [1:0]      IDCtrlOp,
    input  wire [4:0]     IDDstAddr,
    input  wire                     IDGPRWE_,
    input  wire [2:0]      IDExpCode
);
    wire [31:0] ALUOut;
    assign EXFwdData = ALUOut;
    wire ALUOF;
    alu ALU(
        .In0 (IDALUIn0),
        .In1 (IDALUIn1),
        .Op  (IDALUOp),
        .Out (ALUOut),
        .OF  (ALUOF)
    );
    ex_reg EXReg(
        .clk            (clk),
        .reset_         (reset_),
        .ALUOut         (ALUOut),
        .ALUOF          (ALUOF),
        .Stall          (Stall),
        .Flush          (Flush),
        .IntDetect      (IntDetect),
        .IDPC           (IDPC),
        .IDEn           (IDEn),
        .IDBrFlag       (IDBrFlag),
        .IDMemOp        (IDMemOp),
        .IDMemWrData    (IDMemWrData),
        .IDCtrlOp       (IDCtrlOp),
        .IDDstAddr      (IDDstAddr),
        .IDGPRWE_       (IDGPRWE_),
        .IDExpCode      (IDExpCode),
        .EXPC           (EXPC),
        .EXEn           (EXEn),
        .EXBrFlag       (EXBrFlag),
        .EXMemOp        (EXMemOp),
        .EXMemWrData    (EXMemWrData),
        .EXCtrlOp       (EXCtrlOp),
        .EXDstAddr      (EXDstAddr),
        .EXGPRWE_       (EXGPRWE_),
        .EXExpCode      (EXExpCode),
        .EXOut          (EXOut)
    );
endmodule
$ cat ./run.sh
#!/bin/bash
# OpenROAD 26Q1-2900-gdf79404cd8, Yosys 0.63+post, stock flow scripts
make -C /OpenROAD-flow-scripts/flow DESIGN_CONFIG=/design/flow/config.mk WORK_HOME=/design/flow/orfs finish
==> results.txt <==
Placed Area - 0.0173 sq mm
relative slew slack - 32.2%
TNS Setup - 0 ns
main flop type - dfrtp_1
area grow syn2layout - 27.8%
endpoints left unconstrained - 1
routed length per instance - 27.0 um
Core Area - 0.0453 sq mm
Netlist cell types - 88
Die Size - 0.0467 sq mm
Hold WC Path Type - flop to flop
Slew Limit Fails - 0
YS chip area - 0.0137 sq mm
Registers, synthesis - 110
Routed Antenna Nets - 0
critical path capture point type - output port
Root Buffer - clkbuf_16
setup bufs post-CTS - 0
Remaining Overflow, GRT - 0
R2R cell count - 2
Final setup viols - 0
DR DRC count - 0
Die H - 216 um
clk buf depth - 2
Flop pwr share - 28.8%
hold buffer count at cts - 0
CTS tree - yes
drt first-iter violations - 1536
Max Fclk - 92.7 MHz
Hold Path Cell Cnt - 2
Post-Syn Area - 0.0137 sq mm
clock share of power - 20.6%
ys cells - 1675
initial antenna violation count - 3
cycle use final - 83.6%
post-synthesis cell count - 1675
min cycle time layout - 10.79 ns
RD Place Congestion - 1.04
Sw Ratio - 39.2%
overall power - 0.00131 W
final core utilization - 38.8%
detailed placer's ending HPWL - 51300 um
most numerous logic cells after layout - clkdlybuf4s50_1 (283), nand2_1 (167), o21ai_0 (133), nor2_1 (111), dfrtp_1 (108)
WL final - 67500 um
peak fanout along the critical path - 38
routed via count - 15.1k
NetSw - 0.000514 W
vias in the first global route - 14.5k
fin area - 0.0176 sq mm
most frequent logic cell in the layout - clkdlybuf4s50_1
min setup slack post-route - 2.11 ns
Resize count post-CTS - 0
syn avg cell area - 8.21 sq um
Max Cap Viol - 0
Yosys warning count - 2
ys async rst share - 99.1%
width of the die - 216 um
DP Worst Slack - 2.25 ns
final hold vios - 0
first-pass GRT wire length - 98800 um
internal power - 0.000797 W
CTS clock-pin slew for the worst setup and hold paths - 0.07 ns
Worst Path Required - 10.32 ns
clock skew - 0 ns
status - complete, no violations
P_leak - 7.13 nW
pin count of the biggest net entering global routing - 86
crit path kind - input pin to output port
Peak VDD IR - 61.7 uV
startpoint types - input pin
Clock Latency Late Sink - 0.34 ns
count of unclocked register or latch pins - 1
Critical Path AT - 8.21 ns
Init Core Util - 30.4%
layout cells sized above 1 - 10.6%
drt via density - 6.03
tally of OpenROAD warnings - 58
# IOs - 291
power share of the combinational group - 50.6%
Pwr Density - 74.6 mW/mm^2
placement row count - 78
flip-flops with a built-in enable - 0
Pre-antenna DRT Iters - 9
unrepaired setup endpoints after global routing - no
worst slew pin tran - 1.01 ns
total track usage - 29.3%
PortBufs - 290
H-Tree Level Count - 3
Num CTS Buffers - 9
-- area by class of cell --
| cell class | instances | area [sq um] |
|---|---|---|
| inverters | 92 | 345 |
| multi-input cells | 1319 | 10000 |
| clock inverters | 5 | 41.3 |
| diodes | 1 | 2.50 |
| well taps | 600 | 751 |
| flip-flops and latches | 110 | 2740 |
| fillers | 4562 | 27700 |
| clock buffers | 11 | 253 |
| repair buffers | 360 | 3410 |
-- Yosys cell counts (9+ instances only) --
cell type / n / share of area (%)
nand2_1: 167 / 4.6
o21ai_0: 133 / 4.8
nor2_1: 111 / 3.0
clkbuf_1: 110 / 3.0
dfrtp_1: 108 / 20
ha_1: 96 / 8.7
inv_1: 90 / 2.5
a21oi_1: 77 / 2.8
mux4_2: 73 / 12
a22o_1: 68 / 4.3
nand2b_1: 64 / 2.9
nor3_1: 51 / 1.9
mux2i_1: 50 / 3.6
a31oi_1: 41 / 1.9
nand3_1: 40 / 1.5
xnor2_1: 38 / 2.4
buf_2: 24 / 0.87
o211ai_1: 22 / 1.2
a211oi_1: 16 / 0.87
nor4_1: 16 / 0.73
and3_1: 13 / 0.59
buf_1: 13 / 0.36
mux2_2: 13 / 1.1
a21o_1: 12 / 0.66
a32oi_1: 12 / 0.76
nand4_1: 12 / 0.55
o21a_1: 12 / 0.66
nor2b_1: 11 / 0.50
o22ai_1: 11 / 0.50
o31ai_1: 9 / 0.49
-- cells by family after synthesis --
kind of cell    after synthesis  synth area share, %
latches                       1                0.109
mux                         141                 17.5
xor+xnor                     41                 2.61
flops                       109                 19.9
fa+ha+maj                    97                 8.88
simple gates                535                 18.9
buf+inv                     246                 7.35
compound gates              505                 24.8
-- metal layers --
layer | vias to the layer above | GRT usage (%) | wire length [um]
met5 | - | 0 | 27
met4 | 4 | 11.6 | 3200
met3 | 167 | 9.08 | 7460
met2 | 901 | 45.3 | 30500
met1 | 7290 | 38.6 | 26300
li1 | 6708 | - | -
-- worst max-delay path, stage by stage --
cell             delay, ns
clkdlybuf4s50_1       0.66
buf_4                 0.45
inv_1                 0.20
nor2_1                0.14
buf_4                 0.25
a21oi_1               0.08
xnor2_1               0.17
ha_1                  0.38
a2111oi_1             0.80
a211o_1               0.37
a21o_1                0.19
and3_1                0.23
o21bai_1              0.09
o41ai_1               0.37
xnor2_1               0.18
a21oi_1               0.09
a21oi_1               0.37
clkdlybuf4s50_1       0.59
-- registers in the layout (all words and copies together), names as in the netlist --
name / flops
EXReg.EXEn: 1
EXReg.EXPC: 30
EXReg.EXMemOp: 2
EXReg.EXBrFlag: 1
EXReg.EXMemWrData: 32
EXReg.EXGPRWE_: 1
EXReg.EXExpCode: 3
EXReg.EXCtrlOp: 2
EXReg.EXOut: 32
EXReg.EXDstAddr: 5
ALU.OF: 1
-- power by group through the flow --
stage	registers [W]	logic [W]	clock network [W]
after CTS	0.000377	0.000654	0.000280
after global routing	0.000380	0.000710	0.000292
final	0.000377	0.000664	0.000270
-- per-stage QoR --
stage,instances,hold slack (ns)
after global routing,2497,0.496
after detailed placement,2481,0.455
after global placement,2481,0.452
final,2498,0.463
after CTS,2497,0.466
after floorplan,1675,0.423
-- final timing paths --
kind                                             from                               end  slack (ns)
min                        EXReg.EXGPRWE_$_DFFE_PN1N_        EXReg.EXGPRWE_$_DFFE_PN1N_        0.46
min in group asynchronous                      reset_  EXReg.EXMemWrData[1]$_DFFE_PN0N_        2.26
max reg2reg                EXReg.EXPC[11]$_DFFE_PN0N_        EXReg.EXPC[11]$_DFFE_PN0N_       12.14
min reg2reg                EXReg.EXGPRWE_$_DFFE_PN1N_        EXReg.EXGPRWE_$_DFFE_PN1N_        0.46
max in group asynchronous                      reset_       EXReg.EXOut[20]$_DFFE_PN0N_        9.43
max                                        IDALUOp[1]                     EXFwdData[31]        2.11
Power and IR drop assume default switching activity.
